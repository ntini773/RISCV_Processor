`design.v`:
```
module bit_Adder(input [63:0]a,input [63:0]b,input cin,output [63:0]sum,output cout);
    wire [63:0]p;
    wire [63:0]g;
    wire [64:0]c;
    genvar i;
    generate
        for(i=0;i<64;i=i+1) begin:prop_gen
            xor(p[i],a[i],b[i]);
            and(g[i],a[i],b[i]);
        end
    endgenerate
    assign c[0] = cin; 
    generate
        for(i=0;i<=63;i=i+1) begin:carry_gen
            wire and_term;
            and(and_term, p[i], c[i]);  
            or(c[i + 1], g[i], and_term);  
            xor(sum[i], p[i], c[i]);  
        end
    endgenerate
    assign cout = c[64];
endmodule
module complement(input [63:0] a,output [63:0] comp);
    genvar i;
    generate
        for(i=0;i<64;i=i+1) begin:comp_gen
           xor(comp[i],a[i],1'b1);
        end
    endgenerate
endmodule
module bit_Subtractor(input [63:0]a,input [63:0]b
,output [63:0] difference,output wire borrow);
    wire [63:0] b1;
    complement comp_b1(.a(b),.comp(b1));
    wire cin;
    assign cin = 1'b1;
    wire temp;
    bit_Adder adder(.a(a),.b(b1),.cin(cin),.sum(difference),.cout(temp));
    assign borrow=~temp;
endmodule
module set_less_than(input [63:0]a,input [63:0]b,output wire less);
    wire [63:0] diff;
    wire borrow;
    bit_Subtractor sub1(.a(a),.b(b),.difference(diff),.borrow(borrow));
    assign less = diff[63];
endmodule
module mux2 (
    input sel,     
    input in0,     
    input in1,     
    output out     
);
    wire not_sel;     
    wire and0, and1;  
    not(not_sel, sel);
    and(and0, in0, not_sel);   
    and(and1, in1, sel);       
    or(out, and0, and1);       
endmodule
module shift_left_logical(input [63:0]a,input [4:0]b,output [63:0]out);
    genvar i;
    generate
        for(i=0;i<64;i=i+1) begin:shift_gen
            wire slt;
            wire [63:0] shift_amount;  
            assign shift_amount = {59'b0, b};  
            wire [63:0] i_extended;
            assign i_extended = {57'b0,i[6:0]};
            set_less_than slt_inst(.a(i_extended), .b(shift_amount), .less(slt));  
            mux2 sll_mux(.sel(slt), .in0(a[i-b]), .in1(1'b0), .out(out[i]));
        end
    endgenerate
endmodule
```
`run.sh`:
```
#!/bin/bash
# OpenROAD 26Q1-2900-gdf79404cd8, Yosys 0.63+post, stock flow scripts
make -C /OpenROAD-flow-scripts/flow DESIGN_CONFIG=/design/flow/config.mk WORK_HOME=/design/flow/orfs finish
```
`config.mk`:
```
export PLATFORM = sky130hd
export DESIGN_NAME = shift_left_logical
export DESIGN_NICKNAME = shift_left_logical
export VERILOG_FILES = /design/flow/design.v
export SDC_FILE = /design/flow/constraint.sdc
export NUM_CORES = 4
export LEC_CHECK = 1
export CORE_UTILIZATION = 50
```
`constraint.sdc`:
```
current_design shift_left_logical

set clk_period 6.5
set clk_io_pct 0.2

create_clock -name clk0 -period $clk_period

set non_clock_inputs [all_inputs -no_clocks]
set_input_delay [expr $clk_period * $clk_io_pct] -clock clk0 $non_clock_inputs
set_output_delay [expr $clk_period * $clk_io_pct] -clock clk0 [all_outputs]
```
==> out/qor.yml <==
detailed_routing:
  num_antenna_cells: 0
  drt_first_pass_iters: 5
  wl_per_cell_um: 24.7
  viasPerCell: 6.82
  drt-initial-drc-count: 546
  wl_um: 22300
  drc: 0
  vias: 6168
  ant_nets: 0
layout:
  final_cell_mix: "clkdlybuf4s50_1, mux4_2, mux2i_1"
  seq_cells: 0
  layout-drive-gt1-share: 0.216
  area_growth_pct: 14.5
  layout_top_cell: "clkdlybuf4s50_1"
  nClkBuffers: 0
  ff_latch_area_um2: 0
  logic_area_um2: 5700
  fill_cells: 1151
min_path:
  hold_end: "out[32]"
  hold_path.class: "input pin to primary output"
  whs_path_depth: 4
  min_from: "b[0]"
die:
  fp_util: 0.517
  num_rows: 41
  die_w_um: 116
  die_area_um2: 13600
  core_area_um2: 12700
  die_h_um: 116
  ios: 133
critical_path:
  required_ns: 5.20
  path_max_fanout: 24
  cp.arrival_ns: 4.73
  path_class: "input pin to primary output"
  path_buffers: 6
  worstSetupStartpointType: "input pin"
  critPathTopFamily: "buffers and inverters"
  crit_start: "b[2]"
  path_common_cell: "buf_4"
  crit_slowest_cell: "mux4_2"
  end_kind: "primary output"
  cp_cell_sequence: "clkdlybuf4s50_1, buf_4, ha_1, inv_1, o21ai_0, buf_4, xnor2_1, buf_4, mux4_2, mux2i_1, a221oi_1, clkdlybuf4s50_1"
  cpPeakStageDelay_ns: 0.52
global_route:
  grt_pass1_wl_um: 34200
  antenna_found_initial: 0
  grt_pass1_vias: 5817
  grt_use_total: 0.358
  overflow: 0
  grt_max_degree: 38
synth:
  avgSynthCellArea_um2: 9.45
  synth_cells: 693
  syn-cell-area_um2: 6550
  ys_area_um2: 6550
  ys_seq_frac: 0
  synth_cell_type_count: 57
  ys_cells: 693
  ys_warn_count: 0
pwr:
  ir_drop_v: 0.0000422
  power.leakage_uw: 0.00289
  power_density_nw_per_um2: 125
cts:
  cts_setup_buffers: 0
  ctsResizeCount: 0
  ctsHoldBuffers: 0
placed_design:
  hpwlAfterDp_um: 18300
  port_buffers: 133
  place_congestion: 1.05
run:
  maxCapViolCount: 0
  warning_count: 52
final_timing:
  setup_tns_ns: 0
  worst_slew_pin_slew_ns: 0.772
  rsz0062_at_grt: "no"
  finalHoldViolCount: 0
  period_used_share: 0.927
  layout_min_cycle_time_ns: 6.03
  slew_headroom: 0.481
  hold_slack_ns: 3.68
  setup_violations: 0
  slew_viol_final: 0
  max_freq_ghz: 0.166
run_status:
  status: "finished clean"
layer usage:
| layer | wire length, um | up-vias | track usage |
|---|---|---|---|
| met5 | 0 | - | 0 |
| met4 | 586 | 0 | 0.0667 |
| met3 | 2360 | 34 | 0.0951 |
| met2 | 10300 | 385 | 0.546 |
| met1 | 9090 | 3012 | 0.539 |
| li1 | - | 2737 | - |
final cells by class:
| cell class | instances | share of cell area |
|---|---|---|
| Tap cell | 172 | 0.0287 |
| Inverter | 22 | 0.0110 |
| Multi-Input combinational cell | 556 | 0.760 |
| Timing Repair Buffer | 155 | 0.200 |
how the worst max path moves through the flow:
stage | depth (start not counted) | to | slack, ns
after CTS | 12 | out[30] | 0.53
final | 12 | out[30] | 0.47
after global routing | 10 | out[50] | 0.28
kinds of logic after synthesis:
logic type	Yosys count	share of synthesized area
xor+xnor	16	0.0237
buf+inv	137	0.131
fa+ha+maj	30	0.0573
compound gates	128	0.127
simple gates	164	0.111
mux	218	0.550
per-stage QoR:
step                total power (uW)  area (um^2)  cells  setup WS [ns]   util
floorplan                        673         6550    693          0.991      -
global placement                 924         7500    905          0.542  0.592
detailed placement               929         7500    905          0.553  0.592
CTS                              933         7500    905          0.533  0.592
global route                    1010         7500    905          0.276  0.592
finish                           940         7500    905          0.475  0.592
cells in the mapped netlist (all sizes together) (2+ instances only):
| cell type | n | area (um^2) |
|---|---|---|
| o31ai | 2 | 15.0 |
| clkinv | 2 | 7.51 |
| mux2i | 91 | 911 |
| nand4 | 2 | 12.5 |
| buf | 97 | 707 |
| nor4b | 4 | 35.0 |
| o211ai | 9 | 67.6 |
| and2 | 3 | 18.8 |
| nand3b | 2 | 15.0 |
| mux2 | 17 | 191 |
| nor3 | 6 | 30.0 |
| clkbuf | 18 | 67.6 |
| nand3 | 4 | 20.0 |
| or2 | 2 | 12.5 |
| a2111oi | 5 | 51.3 |
| and3 | 3 | 18.8 |
| a31oi | 6 | 37.5 |
| a221o | 5 | 50.1 |
| o21a | 5 | 37.5 |
| nor2b | 10 | 62.6 |
| ha | 30 | 375 |
| o21ai | 25 | 125 |
| inv | 20 | 75.1 |
| a211oi | 8 | 60.1 |
| a2bb2oi | 3 | 26.3 |
| a21oi | 42 | 210 |
| xnor2 | 16 | 155 |
| a221oi | 5 | 43.8 |
| nand2 | 90 | 338 |
| o22ai | 4 | 25.0 |
| nand2b | 2 | 12.5 |
| nor2 | 31 | 116 |
| mux4 | 110 | 2500 |
power by group:
group          total (uW)  internal, uW  switching, uW
logic                 940           509            430
clock network           0             0              0
registers               0             0              0
Power figures rest on the tool's default switching activity, not on a simulated workload.
