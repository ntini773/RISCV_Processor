--- ./design.v ---
module mux2_combined (input wire sel,  input wire in0, input wire in1,output out);
    wire not_sel;    
    wire and0, and1; 
    not(not_sel, sel);
    and(and0, in0, not_sel);  
    and(and1, in1, sel);     
    or(out, and0, and1);      
endmodule
module bit_Adder_combined(input [63:0]a,input [63:0]b,input cin,output [63:0]sum,output cout,output wire overflow);
    wire [63:0]p;
    wire [63:0]g;
    wire [64:0]c;
    genvar i;
    generate
        for(i=0;i<64;i=i+1) begin:prop_gen
            xor(p[i],a[i],b[i]);
            and(g[i],a[i],b[i]);
        end
    endgenerate
    assign c[0] = cin; 
    generate
        for(i=0;i<=63;i=i+1) begin:carry_gen
            wire and_term;
            and(and_term, p[i], c[i]);  
            or(c[i + 1], g[i], and_term);  
            xor(sum[i], p[i], c[i]);  
        end
    endgenerate
    assign cout = c[64];
    assign overflow = c[63] ^ c[64];
endmodule
module complement_combined(input [63:0] a,output [63:0] comp);
    genvar i;
    generate
        for(i=0;i<64;i=i+1) begin:comp_gen
           xor(comp[i],a[i],1'b1);
        end
    endgenerate
endmodule
module bit_Subtractor_combined(input [63:0]a,input [63:0]b
,output [63:0] difference,output wire borrow,output wire overflow);
    wire [63:0] b1;
    complement_combined comp_b1(.a(b),.comp(b1));
    wire cin;
    assign cin = 1'b1;
    wire temp;
    bit_Adder_combined adder(.a(a),.b(b1),.cin(cin),.sum(difference),.cout(temp));
    assign overflow = (a[63] ^ b[63]) & (a[63] ^ difference[63]);
    assign borrow=~temp;
endmodule
module bit_And_combined(input [63:0] a ,input [63:0] b,output [63:0]out);
    genvar i;
    generate
        for(i=0;i<64;i=i+1) begin:and_gen
            and(out[i],a[i],b[i]);
        end
    endgenerate
endmodule
module bit_Xor_combined(input [63:0]a,input [63:0]b,output [63:0]out);
    genvar i;
    generate
        for(i=0;i<64;i=i+1) begin:xor_gen
            xor(out[i],a[i],b[i]);
        end
    endgenerate
endmodule
module bit_Or_combined(input [63:0]a,input [63:0]b,output [63:0]out);
    genvar i;
    generate
        for(i=0;i<64;i=i+1) begin:or_gen
            or(out[i],a[i],b[i]);
        end
    endgenerate
endmodule
module shift_left_logical_combined(input [63:0]a,input [4:0]b,output [63:0]out);
    genvar i;
    generate
        for(i=0;i<64;i=i+1) begin:shift_gen
            wire slt;
            wire [63:0] shift_amount;  
            assign shift_amount = {59'b0, b};  
            wire [63:0] i_extended;
            assign i_extended = {57'b0,i[6:0]};
            set_less_than_combined slt_inst(.a(i_extended), .b(shift_amount), .less(slt));  
            mux2_combined sll_mux(.sel(slt), .in0(a[i-b]), .in1(1'b0), .out(out[i]));
        end
    endgenerate
endmodule
module shift_right_logical_combined(input [63:0]a,input [4:0]b,output [63:0]out);
    genvar i;
    generate
        for(i=0;i<64;i=i+1) begin:shift
            wire slt;
            wire [63:0]shift_amount;
            assign shift_amount = {59'b0,b};
            wire [63:0] shift_value = 64 - i;
            set_less_than_combined slt1(.a(shift_amount),.b(shift_value),.less(slt));  
            mux2_combined srlmux(.sel(slt), .in0(1'b0), .in1(a[i+b]), .out(out[i]));
        end
    endgenerate
endmodule
module shift_right_arithmetic_combined(input [63:0]a,input [4:0]b,output [63:0]out);
    genvar i;
    generate
        for(i=0;i<64;i=i+1) begin:sra
            wire slt;
            wire [63:0]shift_amount;
            assign shift_amount = {59'b0,b};
            wire [63:0] shift_value = 64 - i;
            set_less_than_combined slt2(.a(shift_amount),.b(shift_value),.less(slt));  
            mux2_combined sramux(.sel(slt), .in0(a[63]), .in1(a[i+b]), .out(out[i]));
        end
        endgenerate
endmodule
module set_less_than_combined(input [63:0]a,input [63:0]b,output wire less);
    wire [63:0] diff;
    wire borrow;
    bit_Subtractor_combined sub1(.a(a),.b(b),.difference(diff),.borrow(borrow));
    assign less = diff[63];
endmodule
module set_less_than_unsigned_combined(input [63:0]a,input [63:0]b,output less);
    genvar i;
    wire [63:0]lt;
    generate
        for(i=0;i<64;i=i+1) begin:less_gen
            wire not_a;
            not(not_a,a[i]);
            and(lt[i], not_a, b[i]);   
        end
    endgenerate
    wire [63:0]chain;
    wire [64:0] enabler;
    wire [64:0] flag;
    wire [63:0] xorab;
    wire[63:0] a_not;
    assign chain[63] = lt[63];
    assign enabler[64] = 1'b0;
    for (i = 63; i >=0; i = i - 1) begin
        wire select,not_enabler;
        xor u1 (xorab[i], a[i],b[i]);
        not u2 (a_not[i], a[i]);
        and u3 (chain[i], a_not[i], b[i]);
        or u4 (enabler[i], enabler[i+1], xorab[i]);
        not u5 (not_enabler, enabler[i+1]);
        and u6 (select, not_enabler, xorab[i]);
        mux2_combined mux1 (.sel(select), .in0(flag[i+1]), .in1(chain[i]), .out(flag[i]));
    end
    assign less = flag[0];
endmodule
module alu(
    input [63:0] a,
    input [63:0] b,
    input [3:0] alu_op,
    output reg [63:0] out,
    output reg cout,
    output reg borrow,
    output reg overflowadd,
    output reg overflowsub
);
wire [63:0] shiftleft, shiftright, bitAnd, bitXor, bitOr, shiftRightArithmetic;
wire lessThan, lessThanUnsigned;
wire [63:0] add, sub;
wire cout1,borrow1,overflowadd1,overflowsub1;
bit_Adder_combined o1(.a(a), .b(b), .cin(1'b0), .sum(add), .cout(cout1), .overflow(overflowadd1));
bit_Subtractor_combined o2(.a(a), .b(b), .difference(sub), .borrow(borrow1), .overflow(overflowsub1));
bit_And_combined o3(.a(a), .b(b), .out(bitAnd));
bit_Or_combined o4(.a(a), .b(b), .out(bitOr));
bit_Xor_combined o5(.a(a), .b(b), .out(bitXor));
shift_left_logical_combined o6(.a(a), .b(b[4:0]), .out(shiftleft));
shift_right_logical_combined o7(.a(a), .b(b[4:0]), .out(shiftright));
shift_right_arithmetic_combined o8(.a(a), .b(b[4:0]), .out(shiftRightArithmetic));
set_less_than_combined o9(.a(a), .b(b), .less(lessThan));
set_less_than_unsigned_combined o10(.a(a), .b(b), .less(lessThanUnsigned));
always @(*) begin 
    cout = cout1;
    borrow = borrow1;
    overflowadd = overflowadd1;
    overflowsub = overflowsub1;
    case (alu_op)
        4'b0000 : out = add;
        4'b0001 : out = sub;
        4'b0010 : out = bitAnd;
        4'b0011 : out = bitOr;
        4'b0100 : out = bitXor;
        4'b0101 : out = shiftleft;
        4'b0110 : out = shiftright;
        4'b0111 : out = shiftRightArithmetic;
        4'b1000 : out = {63'b0, lessThan};          
        4'b1001 : out = {63'b0, lessThanUnsigned};  
        default : out = 64'b0;
    endcase
end
endmodule
--- ./run.sh ---
#!/bin/bash
# OpenROAD 26Q1-2900-gdf79404cd8, Yosys 0.63+post, stock flow scripts
make -C /OpenROAD-flow-scripts/flow DESIGN_CONFIG=/design/flow/config.mk WORK_HOME=/design/flow/orfs finish
--- ./config.mk ---
export PLATFORM = sky130hd
export DESIGN_NAME = alu
export DESIGN_NICKNAME = alu
export VERILOG_FILES = /design/flow/design.v
export SDC_FILE = /design/flow/constraint.sdc
export NUM_CORES = 4
export LEC_CHECK = 1
export CORE_UTILIZATION = 40
--- ./constraint.sdc ---
current_design alu

set clk_period 79.9
set clk_io_pct 0.2

create_clock -name clk0 -period $clk_period

set non_clock_inputs [all_inputs -no_clocks]
set_input_delay [expr $clk_period * $clk_io_pct] -clock clk0 $non_clock_inputs
set_output_delay [expr $clk_period * $clk_io_pct] -clock clk0 [all_outputs]
==> results.cfg <==
; generated from flow reports
[status]
run_status = complete, no violations

[synthesis]
ys_cells = 2240
synthCells = 2240
ys_sh_xor_pct = 0.7976
yosys-stat-area_um2 = 19770
ys_sh_aoi_pct = 17.16
synth_seq_share_pct = 0
netlist_area_um2 = 19770
adder_share_pct = 26.82
synth.avg_cell_area_um2 = 8.824
ys_warn_count = 3
synth_cell_types = 77
logic_family = multiplexers
ys_sh_mux_pct = 34.84
synth-simple-area-share_pct = 12.23

[power]
switching_share_pct = 57.33
p_int_uw = 81.49
p_leak_nw = 9.462
ir_drop_uv = 4.128
power_density_nw_per_um2 = 8.449
switching_power_uw = 109.5
pwr-share-comb_pct = 100.0
p_seq_share_pct = 0
p_clk_share_pct = 0

[global_routing]
grt_pass1_wl_mm = 141.7
antenna_found_initial = 4
grt_pass1_vias = 19921
grt_max_degree = 61
overflow = 0
grtUsageTotal_pct = 40.93

[floorplan]
fp-row-count = 81
die_x_um = 224.3
chip_area_um2 = 50310
fp.coreArea_um2 = 48850
die_y_um = 224.3
fp-utilization_pct = 40.46
io_pins = 200

[worst_hold_path]
min_path_type = in2out

[worst_setup_path]
slowest_delay_ps = 580
arrival_ps = 43390
required_ps = 63920
crit_slowest_cell = clkdlybuf4s50_1
critical_path_class = in2out
critPathLaunchType = primary input
crit_path_end_kind = output port
cpMostUsedCell = fa_1
worstPathMaxFanout = 9

[final_timing]
setup_tns_ps = 0
maxSlewViolCount = 0
rsz0062_at_grt = false
setup_ws_ps = 20530
hold_viol = 0
max_freq_mhz = 16.84
relSlewSlack_pct = 31.55
setup_viol = 0
period_needed_ps = 59370
fin_crit_sh_pct = 74.31
tightest_slew_ps = 1027

[clocking]
cts_hold_buf = 0
cts_setup_buffers = 0
ctsResizeCount = 0

[final_layout]
nClkBuffers = 0
ff_count = 0
layout-drive-gt1-share_pct = 16.98
synthToLayoutAreaGrowth_pct = 14.38
regArea_um2 = 0

[detailed_routing]
drt_pre_antenna_iters = 8
drc = 0
vias = 19910
antenna_cells = 0
drt_iter0_drc = 1914
wirelength_mm = 97.36
avgRoutedWirePerCell_um = 31.99
antenna_left = 0
via_per_inst = 6.543

[job]
warning_count = 179
max-cap-violations = 0

[placed_design]
dpl_worst_slack_ps = 20530
io_buffers = 200
dp_hpwl_mm = 76.34
routabilityCongestion = 1.067
==> cell usage after synthesis, drive strengths merged (11+ instances only) <==
library cell	count	area share, %
a222oi	14	0.71
a221oi	58	2.6
buf	77	2.5
xnor2	17	0.75
mux2i	184	9.3
a21oi	136	3.4
o21ai	132	3.3
nand2b	14	0.44
clkbuf	96	1.8
nand3	29	0.73
a221o	11	0.56
nor3	21	0.53
a22oi	22	0.84
ha	222	14
o211ai	15	0.60
nor2	180	3.4
mux2	62	3.5
inv	199	3.8
a31oi	14	0.44
or3	11	0.35
nor2b	20	0.63
o221ai	13	0.58
nor4	11	0.42
a211oi	27	1.1
fa	126	13
mux4	193	22
nand2	213	4.1
==> final timing paths <==
kind,start,end,slack [ps],depth (start not counted)
setup / recovery,a[0],out[0],20530,76
hold / removal,alu_op[0],out[28],33070,5
==> logic make-up after synthesis <==
family,Yosys count
adders and majority gates,348
xor gates and xnor gates,18
AOI/OAI and AO/OA,514
muxes,439
buffers and inverters,374
and+or+nand+nor,547
==> stage by stage <==
stage | utilization (%) | hold slack, ps | cell area (µm²) | power, mW | std cells
2_1_floorplan | - | 32110 | 19770 | 0.1131 | 2240
3_3_place_gp | 46.28 | 33050 | 22610 | 0.1853 | 3043
3_5_place_dp | 46.28 | 33060 | 22610 | 0.1860 | 3043
4_1_cts | 46.28 | 33070 | 22610 | 0.1870 | 3043
5_1_grt | 46.28 | 33110 | 22610 | 0.2047 | 3043
6_report | 46.28 | 33070 | 22610 | 0.1910 | 3043
==> placed cells by master (no fill, tap or decap), types with 11 or more instances in the layout <==
cell type,count
nor2b_1,18
or3_1,11
inv_1,197
xnor2_1,16
o211ai_1,14
ha_1,221
a211oi_1,26
buf_4,114
a222oi_1,14
fa_1,126
mux2i_1,183
a221oi_1,58
nand2_1,212
nand2b_1,14
nor2_1,179
mux4_2,193
a31oi_1,14
a21oi_1,136
clkdlybuf4s50_1,193
mux2_2,62
nand3_1,29
a221o_1,11
nor3_1,20
o21ai_0,127
o221ai_1,13
a22oi_1,22
==> cell type report <==
type | instances | area, µm²
Fill cell | 4768 | 26240
Inverter | 201 | 755.7
Multi-Input combinational cell | 1866 | 18200
Tap cell | 664 | 830.8
Timing Repair Buffer | 312 | 2819
==> power by group through the flow <==
stage	Sequential [mW]	Combinational, mW	Clock [mW]
CTS	0	0.187	0
global route	0	0.205	0
finish	0	0.191	0
==> layer usage <==
metal / share of wire (%) / GRT usage [%] / vias up
met3: 12 / 15.17 / 210
met5: 0.024 / 0 / -
li1: - / - / 8607
met2: 43 / 60.03 / 1302
met4: 6.1 / 19.31 / 4
met1: 39 / 54.79 / 9787
==> worst max-delay path: cells and delay by family <==
family                   cells  cell delay, ps
buffers and inverters        7            1620
AND-OR/OR-AND                4             700
AND/OR/NAND/NOR              1             270
adder cells (fa/ha/maj)     64           24780
Power is estimated from default activity; no workload was simulated.
