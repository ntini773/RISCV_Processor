==> design/flow/design.v <==
module set_less_than_unsigned(input [63:0]a,input [63:0]b,output less);
    genvar i;
    wire [63:0]lt;
    generate
        for(i=0;i<64;i=i+1) begin:less_gen
            wire not_a;
            not(not_a,a[i]);
            and(lt[i], not_a, b[i]);   
        end
    endgenerate
    wire [63:0]chain;
    wire [64:0] enabler;
    wire [64:0] flag;
    wire [63:0] a_not;
    wire [63:0] xorab;
    assign chain[63] = lt[63];
    assign enabler[64] = 1'b0;
    for (i = 63; i >=0; i = i - 1) begin
        wire select,not_enabler;
        xor u1 (xorab[i], a[i],b[i]);
        not u2 (a_not[i], a[i]);
        and u3 (chain[i], a_not[i], b[i]);
        or u4 (enabler[i], enabler[i+1], xorab[i]);
        not u5 (not_enabler, enabler[i+1]);
        and u6 (select, not_enabler, xorab[i]);
        assign flag[i]=select?chain[i]:enabler[i];
    end
    assign less = flag[0];
endmodule
==> design/flow/run.sh <==
#!/bin/bash
# OpenROAD 26Q1-2900-gdf79404cd8, Yosys 0.63+post, stock flow scripts
make -C /OpenROAD-flow-scripts/flow DESIGN_CONFIG=/design/flow/config.mk WORK_HOME=/design/flow/orfs finish
==> design/flow/config.mk <==
export PLATFORM = sky130hd
export DESIGN_NAME = set_less_than_unsigned
export DESIGN_NICKNAME = set_less_than_unsigned
export VERILOG_FILES = /design/flow/design.v
export SDC_FILE = /design/flow/constraint.sdc
export NUM_CORES = 4
export LEC_CHECK = 1
export CORE_AREA = 10 10 81 81
export DIE_AREA = 0 0 91 91
==> design/flow/constraint.sdc <==
current_design set_less_than_unsigned

set clk_period 3.8
set clk_io_pct 0.2

create_clock -name clk0 -period $clk_period

set non_clock_inputs [all_inputs -no_clocks]
set_input_delay [expr $clk_period * $clk_io_pct] -clock clk0 $non_clock_inputs
set_output_delay [expr $clk_period * $clk_io_pct] -clock clk0 [all_outputs]
==> Changelog: implementation <==
### Changed

* Result of the run: completed
* Minimum clock period at 3340 ps
* Share of cells above drive strength 1 at 0.452%
* Synth top cell by count: xor2_1
* Setup TNS at 0 ps
* Vias post-DR at 1,109
* Count of input and output buffers at 129
* Max-slew headroom at 75.2%
* Core box area at 4820 µm²
* Overall power after layout at 0.202 mW
* DRT antenna net count at 0
* CTS hold repair buffers at 0
* Total area of sequential cells at 0 µm²
* Slew at the pin with the worst max-slew slack at 369 ps
* Avg Inst Size Synth at 7.71 µm²
* Clk_buf instances at 0
* Max Freq at 300 MHz
* Most frequent cells after synthesis: xor2_1 (32), xnor2_1 (25), nand4_1 (9), nor4_1 (9), inv_1 (7)
* Tightest Hold Check Type: primary input to output port
* Post-CTS Setup Repair Bufs at 0
* Biggest area contributors in the synthesized netlist: xor2_1 (40%), xnor2_1 (31%), nand4_1 (7.9%)
* Min-delay src: a[35]
* Total instance count after detailed placement at 288
* Share of synthesized area occupied by flip-flops and latches at 0%
* Share of the synthesized area in the top cell type at 39.5%
* Antenna cells at 0
* All-Layer GR Usage at 8.97%
* Synth warnings at 0
* Routed wire length at 3.91 mm
* Seq_cells at 0
* RSZ-0062 raised after global routing: no
* Last weighted congestion value of the routability-driven placer at 0.740
* Total overflow reported by the global router at 0
* Final Max Tran Viols at 0
* Initial Util at 14.7%
* Setup slack after layout at 463 ps
* Final standard cell utilization of the core at 43.3%
* Summed standard-cell area reported by yosys at 709 µm²
* Die Size at 8280 µm²
* HPWL Detailed at 3.88 mm
* Non-filler cells in the finished layout at 288
* Required time of the worst setup path at 3040 ps
* Destination of the worst hold path: less
* Class of the most critical setup path: primary input to output port
* Antenna violations before repair at 0
* Number of design rule violations left after detail routing at 0
* Area Overhead vs Synth at 194%
* Static power due to leakage at 0.752 nW
* Final setup vio count at 0
* Top Ports at 129
* Routed WL per cell at 13.6 µm
* 1st-iter DRT viols at 2
* Iteration tally of the first detailed-router pass at 4
* Power density over cell area at 96.8 nW/µm²
* Ys cells at 92
* Post-CTS resize count at 0
* Die Ht at 91 µm
* Wire length of the first global-routing pass at 6.14 mm
* Via density at 3.85
* Post-Synthesis Cell Area at 709 µm²
* OpenROAD warning count at 32
* Endpoint kind of the worst setup timing path: output port
* Arrival time at the worst endpoint at 2580 ps
* Final-report hold violation count at 0
* Startpoint types: primary input
* Largest area contributor in the synthesized netlist: xor2_1
* Worst voltage drop across the vdd grid at 0.0356 mV
* Number of library cell types mapped by synthesis at 13
* Number of instances on the worst hold path at 6
* Cycle use final at 87.8%
* Count of standard-cell rows at 25
* Gate count after technology mapping at 92
* Horizontal die dimension at 91 µm
* Worst slack, placed at 425 ps
* Maximum capacitance violations at 0
* Vias in the first global route at 1,271
* Top fanout value on the critical path at 1
* Largest net degree at the start of global routing at 3
-- area by class of cell --
class,instances,area (µm²)
inverter,7,26.3
tap,67,83.8
fill,518,2730
multi-input combinational,85,683
timing repair buffer,129,1290
-- kinds of logic (layout without fill, tap and decap cells) --
group	Yosys count	in the layout	share of synthesized area [%]
AND-OR/OR-AND	6	6	6.70
buffers and inverters	7	136	3.70
XOR/XNOR	57	57	70.4
AND/OR/NAND/NOR	22	22	19.2
-- worst max path at each step --
stage	cells past startpoint	end	slack (ps)	startpoint
after CTS	7	less	420	b[3]
after global routing	7	less	250	b[3]
final	7	less	460	b[3]
-- power breakdown --
part | internal [mW] | leakage, nW | switching [mW] | total (mW)
sequential | 0 | 0 | 0 | 0
combinational | 0.151 | 0.752 | 0.0504 | 0.202
clock | 0 | 0 | 0 | 0
total | 0.151 | 0.752 | 0.0504 | 0.202
-- metal layers --
metal | wire length (µm) | vias to the layer above | global-route usage [%]
met5 | 0 | - | 0
met4 | 0 | 0 | 0
met3 | 503 | 0 | 4.40
met2 | 1930 | 71 | 16.1
met1 | 1470 | 456 | 9.97
li1 | - | 582 | -
-- through the flow --
stage / hold WS, ps / instance area (µm²)
2_1_floorplan: 1690 / 709
3_3_place_gp: 2720 / 2080
3_5_place_dp: 2730 / 2080
4_1_cts: 2740 / 2080
5_1_grt: 2770 / 2080
6_report: 2710 / 2080
-- worst max-delay path, stage by stage --
cell and delay, ps:
clkdlybuf4s50_1 410, xor2_1 160, nor4_1 380, nand4_1 170, nor2_1 130, nand4_1 120
clkdlybuf4s50_1 440
-- placed cells by master (no fill, tap or decap), drive strengths merged --
cell	instances
clkdlybuf4s50	129
xor2	32
xnor2	25
nor4	10
nand4	9
inv	7
nor2	2
o22ai	2
o221ai	1
a222oi	1
a22oi	1
nand2	1
o2111ai	1
Power is estimated from default activity; no workload was simulated.
